[design/flow/run.sh]
#!/bin/bash
# OpenROAD 26Q1-2900-gdf79404cd8, Yosys 0.63+post, stock flow scripts
make -C /OpenROAD-flow-scripts/flow DESIGN_CONFIG=/design/flow/config.mk WORK_HOME=/design/flow/orfs finish
[design/flow/config.mk]
export PLATFORM = sky130hd
export DESIGN_NAME = counter
export DESIGN_NICKNAME = counter
export VERILOG_FILES = /design/flow/design.v
export SDC_FILE = /design/flow/constraint.sdc
export NUM_CORES = 4
export LEC_CHECK = 1
export CORE_AREA = 10 10 100 100
export DIE_AREA = 0 0 110 110
[design/flow/constraint.sdc]
current_design counter

set clk_period 3.6
set clk_io_pct 0.2

create_clock -name clk0 -period $clk_period [get_ports {sys_clk}]

set non_clock_inputs [all_inputs -no_clocks]
set_input_delay [expr $clk_period * $clk_io_pct] -clock clk0 $non_clock_inputs
set_output_delay [expr $clk_period * $clk_io_pct] -clock clk0 [all_outputs]
[design/flow/design.v]
module counter
(
	input wire sys_clk,
	input wire sys_rst_n,
	output reg led_out,
	output reg [24:0] cnt
);
always@(posedge sys_clk or negedge sys_rst_n)begin
	if(sys_rst_n == 1'b0)
		led_out <= 1'b0;
	else if(cnt ==25000000-1)
		 led_out <=~led_out;
end
always@(posedge sys_clk or negedge sys_rst_n)begin
	if(sys_rst_n == 1'b0)
		cnt<=0;
	else if (cnt== 25000000-1)
				cnt<=0;
	else
		cnt <= cnt+1;
end
endmodule
==> summary.txt <==
I/O Buffers = 27
htree depth = 1
leak pwr = 0.716 nW
status = complete, no violations
row count = 32
largest net degree at the start of global routing = 27
PD cells = 278 mW/mm^2
CP top delay family = simple AND/OR/NAND/NOR gates
initial DRC count = 80
crit path kind = reg2reg
CTS tree = built
final WL = 3310 um
Starting Density = 17.0%
max-slew violation count = 0
hold_buf cts = 0
total grt overflow = 0
Place WS = 1.49 ns
Async SR Flop Fraction = 100%
Remaining DRCs = 0
CP startpoint kind = flip-flop
Fin. Hold Viols = 0
Crit path buffers/inverters = 0
Tmin final = 2.12 ns
Max Cap Viol = 0
synth-to-layout area growth = 32.0%
vias in the first global route = 1,051
Relative slew margins = 47.5%
worst endpoint required time = 3.72 ns
Sequential Area = 651 um^2
via count = 1,060
Max-area cell share = 49.0%
Avg Synthesized Cell Area = 10.5 um^2
Synth Cell Area = 0.00133 mm^2
number of iterations in the first detailed-routing pass = 4
worst-margin pin slew = 0.782 ns
first-pass GRT wire length = 5490 um
antenna violation net count after detailed routing = 0
Avg WL per Cell = 12.9 um
tool warnings = 25
Cell area leaders = dfrtp_1 49%, xnor2_1 4.0%, xor2_1 4.0%
Post-CTS Resized = 0
Placer Congestion = 0.761
initial antenna violation count = 0
cts bufs inserted = 3
All-Layer GR Usage = 5.62%
RSZ-0062 raised after global routing = false
layout cells sized above 1 = 7.79%
most frequent logic cells in the routed design = 27 x clkdlybuf4s50_1, 26 x dfrtp_1, 10 x nand3_1
clock-pin slew on the worst setup and hold paths = 0.09 ns
Final Setup Violations = 0
distinct lib cells = 32
Cell Chain, Critical Path = ha_1 > and3_1 > nand2_1 > nor4_4 > xor2_1
yosys stat chip area = 0.00133 mm^2
Yosys Instances = 127
MI comb area = 628 um^2
CTS Sinks = 26
die area = 0.0121 mm^2
CP max FO = 14
Avg Vias per Cell = 4.14
Hold Crit Class = reg2reg
Final Cycle Share = 58.8%
Yosys Warn Count = 1
Syn Inst Count = 127
crit end category = flip-flop
Die Wd = 110 um
Die Span Y = 110 um
maximum clock insertion buffer count = 2
TNS Setup = 0 ns
Root Driver = clkbuf_8
Yosys reg bits = 26
core area = 0.00781 mm^2
I/O pin cnt = 28
post-DP HPWL = 2410 um
antenna cells = 0
CP peak stage delay = 0.71 ns
worst vdd ir = 0.000103 V
Peak Freq = 0.473 GHz
Post-synth EDFFs = 0
post-synth top area cell = dfrtp_1
Final WS setup = 1.48 ns
postcts setup bufs = 0
WP data arrival = 2.24 ns
clk ins delay skew pair = 0.27 ns
top_reg_cell synth = dfrtp_1
Final Skew = 0.00106 ns
Seq/Total Area, Yosys = 49.0%
FILL cells = 845
most numerous logic cell after layout = clkdlybuf4s50_1
CP max-delay cell = nor4_4
## cell usage after synthesis (4+ instances only)
library cell / number
nand4_1: 4
dfrtp_1: 26
nor2_1: 5
or4_1: 4
or3_1: 5
a21oi_1: 9
nand3_1: 10
buf_4: 4
xnor2_1: 6
inv_1: 4
xor2_1: 6
o31ai_1: 5
o21ai_0: 6
nand2_1: 7
## sequential cells by signal (all words and copies together), names as in the netlist
signal   flops
cnt         25
led_out      1
## through the flow
step / power, mW / area [um^2] / utilization [%] / std cells / hold WS [ns]
floorplan: 0.298 / 1330 / - / 127 / 0.420
finish: 0.488 / 1750 / 22.5 / 256 / 0.485
CTS: 0.495 / 1750 / 22.5 / 256 / 0.489
global route: 0.508 / 1750 / 22.5 / 256 / 0.501
detailed placement: 0.305 / 1700 / 21.8 / 252 / 0.467
global placement: 0.305 / 1700 / 21.8 / 252 / 0.461
## kinds of logic after synthesis
kind of cell / synth area share (%)
muxes: 0.753
xor gates and xnor gates: 7.91
and+or+nand+nor: 28.5
buffers and inverters: 3.77
DFF: 49.0
AOI/OAI and AO/OA: 9.13
adders and majority gates: 0.941
## routing by layer
| layer | share of wire [%] | track usage (%) |
|---|---|---|
| met5 | 0 | 0 |
| met4 | 0 | 0.465 |
| met3 | 9.0 | 2.41 |
| met2 | 42 | 7.71 |
| met1 | 49 | 8.33 |
## layout make-up
cell class              count  share of cell area [%]
flip-flops and latches     26                    37.1
multi-input cells          92                    35.8
repair buffers             28                    15.8
well taps                 102                    7.28
clock buffers               4                    3.14
inverters                   4                   0.856
## power by group
| part | total, mW | internal (mW) | switching [mW] |
|---|---|---|---|
| clock network | 0.189 | 0.0978 | 0.0915 |
| logic | 0.00721 | 0.00166 | 0.00555 |
| registers | 0.292 | 0.292 | 0 |
| total | 0.488 | 0.391 | 0.0970 |
## worst paths after layout
path	from	to	slack, ns	cells after the start
max	cnt[0]$_DFF_PN0_	led_out$_DFFE_PN0N_	1.48	5
min	led_out$_DFFE_PN0N_	led_out$_DFFE_PN0N_	0.48	1
max reg2reg	cnt[0]$_DFF_PN0_	led_out$_DFFE_PN0N_	1.48	5
min reg2reg	led_out$_DFFE_PN0N_	led_out$_DFFE_PN0N_	0.48	1
max in group asynchronous	sys_rst_n	cnt[18]$_DFF_PN0_	2.54	2
min in group asynchronous	sys_rst_n	cnt[8]$_DFF_PN0_	0.82	2
Power figures rest on the tool's default switching activity, not on a simulated workload.
